`flow/config.mk`:
```
export PLATFORM = sky130hd
export DESIGN_NAME = pcreg
export DESIGN_NICKNAME = pcreg
export VERILOG_FILES = /design/flow/design.v
export SDC_FILE = /design/flow/constraint.sdc
export NUM_CORES = 4
export LEC_CHECK = 1
export CORE_AREA = 10 10 101 101
export DIE_AREA = 0 0 111 111
```
`flow/design.v`:
```
`timescale 1ns / 1ps
module pcreg(
					input clk, 
					input rst,
					input ena,
					input [31:0] data_in,
					output reg [31:0] data_out
    );
     always @ (posedge clk)
	      begin
			if ( rst == 1)
				 data_out = 0;
			else if ( ena == 1)
	             data_out = data_in;
			else
			   ;
	        end
endmodule
```
`flow/run.sh`:
```
#!/bin/bash
# OpenROAD 26Q1-2900-gdf79404cd8, Yosys 0.63+post, stock flow scripts
make -C /OpenROAD-flow-scripts/flow DESIGN_CONFIG=/design/flow/config.mk WORK_HOME=/design/flow/orfs finish
```
`flow/constraint.sdc`:
```
current_design pcreg

set clk_period 1.0
set clk_io_pct 0.2

create_clock -name clk0 -period $clk_period [get_ports {clk}]

set non_clock_inputs [all_inputs -no_clocks]
set_input_delay [expr $clk_period * $clk_io_pct] -clock clk0 $non_clock_inputs
set_output_delay [expr $clk_period * $clk_io_pct] -clock clk0 [all_outputs]
```
==> run summary <==
Notes on the flow outputs.

- The overflow left after global routing reads 0.
- The first-pass GRT wire length is 5.078 mm.
- The maximum number of pins on one net before global-route repair reads 33.
- The H-tree depth reads 2.
- The gate family responsible for the most delay along the worst path is flip-flops.
- The floorplan die height reads 111 um.
- The final timing summary puts the cycle share of the worst path at 95.55%.
- The final critical-path setup slack is 0.04455 ns.
- The detail-routed net length per standard cell reads 10.86 um.
- Excluding fillers, the count of instances in the completed layout stands at 278.
- The pre-CTS setup slack is -0.1023 ns.
- The worst slew margin relative to its limit is 89.92%.
- The final total power is 2.794 mW.
- TritonRoute reported its final design rule violation total as 0.
- Per the OpenROAD power report, leakage power amounts to 0.8751 nW.
- The buffer-and-inverter tally for the worst setup path reads 1.
- The final period demand of the worst path is 0.9555 ns.
- The number of flip-flops under the largest register name is 32.
- The first TritonRoute pass finished after 2 iterations.
- The count of vias placed by the detailed router is 897.
- The relative area change from synthesis to final layout is 63.55%.
- The cell area power density reads 1468 nW/um2.
- The global placer's final weighted congestion reads 0.7288.
- The mean instance size in the synthesized netlist is 11.30 um2.
- The total negative slack for setup checks reads 0 ns.
- The routed design ends up with an antenna cell count of 0.
- The via-per-instance ratio reads 3.227.
- The number of antenna violations at the first check in global routing was 0.
- The post-route clock skew reads 0 ns.
- Buffers inserted during clock tree synthesis total 5.
- Once synthesis finished, the tally of register bits stood at 32.
- The via count of the first global-routing pass came to 1007.
- The highest cell delay on the worst timing path reads 0.32 ns.
- The internal reg-to-reg setup slack reads 0.39 ns.
- The most numerous logic cell after layout is sky130_fd_sc_hd__clkdlybuf4s50_1.
- The region available for standard cell placement spans 8134 um2.
- The fmax reads 1047 MHz.
- The largest driver fanout on the critical path is 2.
- Per the Yosys statistics, synthesis produced 103 cells.
- The chip width is 111 um.
- The fraction of final layout cells with drive strength greater than 1 reads 42.20%.
- The critical path arrival is 0.76 ns.
- The total clock sinks is 32.
- The worst-case hold slack is 0.4121 ns.
- The path category of the worst min-delay check is in2reg.
- In this run the count of I/O pins placed on the die edge is 67.
- The final tally of hold violations is 0.
- The critical path class reads reg2out.
- Counting the warning lines in the Yosys log gives 1.
- Setup repair after global routing left no endpoint under its margin.
- The worst setup path is launched from a register.
- TritonCTS built the clock tree.
- The number of antenna-violating nets in the routed design reads 0.
- The overall die size recorded for this design is 12320 um2.
- In the floorplan report the effective utilization is 14.31%.
- The number of standard cells after synthesis is 103.
- The HPWL after detailed placement is 2.281 mm.
- The data required time of the worst path reads 0.80 ns.
- The final-report max-slew violation count reads 0.
- Synthesis instantiated 6 different standard cells from the library.
- The library cell used as clock root buffer is sky130_fd_sc_hd__clkbuf_8.
- The CTS clock-pin slew for the worst setup and hold paths is 0.06 ns.
- The number of cells after detailed placement is 270.
- In the global route stage, overall resource usage came out at 4.836%.
- The maximum vdd ir drop reads 398.5 uV.
- After floorplanning, the core was divided into 33 placement rows.
- The slew of the pin with the lowest slew margin is 0.1469 ns.
- The worst-path cell with the longest stage delay reads sky130_fd_sc_hd__dfxtp_2.
- The area figure in the yosys stat output reads 1164 um2.
- The critical path goes through clkdlybuf4s15_1.
- After the first detailed-routing iteration, the DRC count stood at 14.
- The run finished with clean final reports.
- The worst-skew pair later-pin latency reads 0.27 ns.
- The count of warning messages emitted by the tools reads 25.
- The top cell types in the final layout, fill and taps aside, are sky130_fd_sc_hd__clkdlybuf4s50_1, sky130_fd_sc_hd__mux2i_1, sky130_fd_sc_hd__nor2_1, sky130_fd_sc_hd__dfxtp_2, sky130_fd_sc_hd__clkbuf_2.
- The combined area of all synthesized cells reads 1164 um2.
- The maximum number of buffers from clock root to sink is 2.
- Endpoints with negative setup slack in the final report add up to 0.
- The critical path capture point type is a primary output.
- The count of buffers inserted at the top-level ports is 66.
- The number of violations of the max-capacitance limit reads 0.
- The portion of the post-synthesis area used by sequential elements reads 55.05%.
- The total length of routed wires is 3.019 mm.
## what timing repair did
action / in CTS / in global routing
buffers inserted: 0 / 0
hold endpoints to repair: 0 / 0
hold buffers: 0 / 0
gates resized: 100 / 27
setup endpoints to repair: 32 / 27
## per-layer routing
| layer | vias up | GRT usage [%] | routed length (um) |
|---|---|---|---|
| li1 | 473 | - | - |
| met1 | 371 | 6.158 | 1424 |
| met2 | 48 | 6.643 | 1133 |
| met3 | 5 | 3.394 | 433 |
| met4 | 0 | 0.6944 | 27 |
| met5 | - | 0 | 0 |
## synth_stat cells
master	instances	area, um2
sky130_fd_sc_hd__buf_12	3	60.06
sky130_fd_sc_hd__buf_6	1	11.26
sky130_fd_sc_hd__clkbuf_1	3	11.26
sky130_fd_sc_hd__dfxtp_1	32	640.6
sky130_fd_sc_hd__mux2i_1	32	320.3
sky130_fd_sc_hd__nor2_1	32	120.1
## power by group
group          internal (mW)  switching (mW)  total (mW)  leakage, nW
clock                  0.561           0.450        1.01       0.0455
combinational          0.258           0.124       0.382        0.554
sequential              1.37          0.0354        1.40        0.275
total                   2.18           0.609        2.79        0.875
## cell families after synthesis
logic type	after synthesis	synth area share, %
flops	32	55.05
simple gates	32	10.32
buf+inv	7	7.097
mux	32	27.53
## worst register-to-register path: stages, from the launching register on
cell                      delay (ns)
sky130_fd_sc_hd__dfxtp_2        0.32
sky130_fd_sc_hd__mux2i_1        0.14
sky130_fd_sc_hd__nor2_1         0.05
## worst paths after layout
| kind | startpoint | end | depth (start not counted) |
|---|---|---|---|
| min | ena | data_out[10] | 4 |
| min reg2reg | data_out[3] | data_out[3] | 2 |
| max reg2reg | data_out[23] | data_out[23] | 2 |
| max | data_out[16] | data_out[16] | 1 |
## stage by stage
stage,cell area [um2],utilization (%)
CTS,2038,25.06
global placement,1928,23.70
global route,1903,23.40
detailed placement,1928,23.70
finish,1903,23.40
floorplan,1164,-
## cell type report
type | count | area (um2)
sequential | 32 | 680.7
multi-input combinational | 64 | 440.4
timing repair buffer | 69 | 560.5
tap | 105 | 131.4
clock buffer | 8 | 90.09
fill | 873 | 6231
Power and IR drop assume default switching activity.
