--- ./config.mk ---
export PLATFORM = sky130hd
export DESIGN_NAME = ram
export DESIGN_NICKNAME = ram
export VERILOG_FILES = /design/flow/design.v
export SDC_FILE = /design/flow/constraint.sdc
export NUM_CORES = 4
export LEC_CHECK = 1
export CORE_UTILIZATION = 40
--- ./constraint.sdc ---
current_design ram

set clk_period 7.6
set clk_io_pct 0.2

create_clock -name clk0 -period $clk_period [get_ports {clk}]

set non_clock_inputs [all_inputs -no_clocks]
set_input_delay [expr $clk_period * $clk_io_pct] -clock clk0 $non_clock_inputs
set_output_delay [expr $clk_period * $clk_io_pct] -clock clk0 [all_outputs]
--- ./design.v ---
`timescale 1ns / 1ps
module ram(
        input clk,
		  input ram_ena,
		  input wena,
		  input[4:0] addr,
		  input [31:0] data_in,
		  output [31:0]data_out
    );
      reg [31:0] ram[31:0];
		assign data_out = ram_ena?ram[addr]:32'bz;
		     always @ ( posedge clk )
			  begin
						if ( ram_ena == 1 && wena == 1 )
							ram[addr] = data_in;		  
				end	       
endmodule
--- ./run.sh ---
#!/bin/bash
# OpenROAD 26Q1-2900-gdf79404cd8, Yosys 0.63+post, stock flow scripts
make -C /OpenROAD-flow-scripts/flow DESIGN_CONFIG=/design/flow/config.mk WORK_HOME=/design/flow/orfs finish
==> results.toml <==
# yosys + openroad results
[run_status]
status = "finished, final reports clean"

[yosys]
syn_area_per_cell_sq_um = 18.8
synth_warnings = 2
ys_cells = 2077
postSynthSeqShare = 0.786
ys_area_sq_mm = 0.0391
netlist_area_sq_mm = 0.0391
syn_inst = 2077
synth_cell_type_count = 24
synth.ff_latch_count = 1024

[final_timing]
tns_ns = 0
rsz0062_at_grt = "false"
period_used_share = 0.861
timing.fmax_mhz = 153
tightestPinTransition_ns = 0.992
setup_viol = 0
timing.hold.ws_ns = 1.67
max-slew-margin-rel = 0.337
finalHoldViolations = 0
period_minus_slack_ns = 6.55
slew_violations = 0

[grt]
antenna_found_initial = 2
grt_pass1_vias = 21300
grt_pass1_wl_um = 147000
grt_usage = 0.228
grt_overflow = 0
grt_max_degree = 99

[hold_path]
hp-class = "in -> reg"
whs_path_depth = 2

[power]
leakage_nw = 15.4
switchingPower_mw = 2.39
power_density_mw_per_mm2 = 260
swShare = 0.203
power_frac_clock = 0.421
p_int_mw = 9.35
peakVddDrop_v = 0.000157
p_comb_frac = 0.045
pwr-share-seq = 0.533

[drt]
ant_nets = 0
first_pass_iters = 5
viasPerCell = 5.60
drt-total-wl_um = 102000
num_vias = 20100
routedWlPerCell_um = 28.3
drt_iter0_drc = 1140
drc_errors = 0
diodes = 0

[run]
maxCapViolCount = 0
tool_warnings = 26

[layout]
finalNonFillerCells = 3594
largest_register_ffs = 1024
seqCellArea_sq_mm = 0.0307
fin_area_sq_mm = 0.0452
synthToLayoutAreaGrowth_pct = 15.6
finalCoreUtilization = 0.468
logic_area_sq_mm = 0.00797
n_fill_cell = 7893
drive_gt1_frac = 0.130

[clock_tree]
ctsHoldBuffers = 0
clockRootBuffer = "clkbuf_16"
cts_tree = "yes"
cts_max_level = 3
clk_path_buf_depth = 3
postCtsSetupRepairBufs = 0
clk_pin_slew_ns = 0.06
cts_resized = 0
cts_buffers = 102
cts_num_sinks = 1024

[placed_design]
place_area_sq_mm = 0.0419
dp.cells = 3405
hpwl_um = 58200
gp_congestion = 0.850
io_buffers = 71

[die]
die-height_um = 315
fp_util = 0.404
io_pins = 72
rows = 114
coreArea_sq_mm = 0.0967
die_w_um = 315
chipArea_sq_mm = 0.0990

[worst_setup_path]
critPathSlowestCell = "clkdlybuf4s50_1"
critPathArrivalTime_ns = 5.03
crit_required_ns = 6.08
startpoint_type = "input port"
path_max_fanout = 20
setup.worst_path.class = "in -> out"
cpPeakStageDelay_ns = 0.99
critical_path.cell_chain = "clkdlybuf4s50_1, buf_4, nand4bb_4, buf_4, o22ai_1, nor4_1, nand2_1, clkdlybuf4s50_1"
cp-end-kind = "primary output"
-- critical path, delay by kind of cell --
kind | cells | cell delay [ns]
buffers and inverters | 4 | 2.12
and+or+nand+nor | 3 | 1.21
AOI/OAI and AO/OA | 1 | 0.16
-- cells in the final DEF, fill, tap and decap left out, drive strengths merged, types with 5 or more instances in the layout --
master | synthesis | routed
clkdlybuf4s50 | 0 | 70
nand4bb | 6 | 6
edfxtp | 1024 | 1024
o22ai | 256 | 256
nand4b | 5 | 5
nand2 | 36 | 36
nor4 | 64 | 64
bufinv | 0 | 10
mux2i | 512 | 512
nor2 | 30 | 30
clkbuf | 18 | 122
buf | 108 | 108
clkinv | 0 | 53
-- path summary, 6_finish.rpt --
check	start	endpoint	slack, ns
worst min-delay path	data_in[29]	ram[6][29]	1.67
worst max-delay path	addr[3]	data_out[27]	1.05
-- through the flow --
step,setup WS (ns),total power [mW]
after floorplan,2.48,6.64
after global placement,1.14,6.91
after detailed placement,1.08,6.92
after CTS,1.08,11.8
after global routing,0.869,12.1
final,1.05,11.7
-- Yosys cell counts (all sizes together) --
library cell,instances,area (sq um)
or4b,4,47.6
buf,108,649
edfxtp,1024,30700
or4,1,11.3
o22ai,256,1620
or3,2,12.5
nand3,1,5.00
clkbuf,18,70.1
nand4,2,12.5
nand4bb,6,67.6
nor3,4,20.0
nand3b,2,15.0
nand4b,5,43.8
nor4,64,400
or3b,2,17.5
nor2,30,113
mux2i,512,5120
nand2,36,135
-- layer usage --
| metal | global-route usage | up-vias | part of all wire |
|---|---|---|---|
| li1 | - | 8815 | - |
| met1 | 0.275 | 9857 | 0.33 |
| met2 | 0.325 | 1294 | 0.46 |
| met3 | 0.188 | 167 | 0.18 |
| met4 | 0.0463 | 4 | 0.025 |
| met5 | 0.00242 | - | 0.00048 |
-- cells by family (layout without fill, tap and decap cells) --
| kind of cell | after synthesis | count (layout) | synth area share |
|---|---|---|---|
| buf+inv | 126 | 367 | 0.0184 |
| flops | 1024 | 1024 | 0.786 |
| mux | 512 | 512 | 0.131 |
| simple gates | 159 | 159 | 0.0230 |
| compound gates | 256 | 256 | 0.0414 |
-- layout make-up --
type	instances	area share
clock buffer	122	0.0605
clock inverter	67	0.0130
multi-input combinational	927	0.176
sequential	1024	0.680
tap	1276	0.0353
timing repair buffer	178	0.0347
-- power groups by stage --
stage         clock network, mW  logic, mW  registers (mW)
CTS                        5.02      0.539            6.26
global route               5.25      0.577            6.26
finish                     4.95      0.534            6.26
Power is estimated from default activity; no workload was simulated.
